`design/flow/config.mk`:
```
export PLATFORM = sky130hd
export DESIGN_NAME = top
export DESIGN_NICKNAME = top
export VERILOG_FILES = /design/flow/design.v
export SDC_FILE = /design/flow/constraint.sdc
export NUM_CORES = 4
export LEC_CHECK = 1
export CORE_UTILIZATION = 50
```
`design/flow/constraint.sdc`:
```
current_design top

set clk_period 4.4
set clk_io_pct 0.2

create_clock -name clk0 -period $clk_period [get_ports {clk}]

set non_clock_inputs [all_inputs -no_clocks]
set_input_delay [expr $clk_period * $clk_io_pct] -clock clk0 $non_clock_inputs
set_output_delay [expr $clk_period * $clk_io_pct] -clock clk0 [all_outputs]
```
`design/flow/run.sh`:
```
#!/bin/bash
# OpenROAD 26Q1-2900-gdf79404cd8, Yosys 0.63+post, stock flow scripts
make -C /OpenROAD-flow-scripts/flow DESIGN_CONFIG=/design/flow/config.mk WORK_HOME=/design/flow/orfs finish
```
`design/flow/design.v`:
```
module clock_divider(reset, clk, vga_clk);
  input reset, clk;
  output reg vga_clk = 0;
  integer counter = 0;
  always@ (posedge reset or posedge clk)
  begin
    if (reset) 
      begin
        counter = 0;
      end
    else if(counter == 1)  
      begin
			counter = 0;  
			vga_clk <= ~vga_clk;
      end
    else
      begin
			counter = counter + 1;
      end
  end
endmodule
module HorizontalCnt(vga_clk, reset, HcntValue, VcntEnable);
input vga_clk, reset;
output reg [9:0] HcntValue=0;
output reg VcntEnable=0;
always @(posedge vga_clk or posedge reset)
begin
	if (reset)
	begin
		HcntValue <= 0;
		VcntEnable <= 0;
	end
	else
		begin
			 if(HcntValue < 800)  
			 begin
				  HcntValue <= HcntValue + 1;
				  VcntEnable <= 0;
			 end
			 else
			 begin
				  HcntValue <= 0;
				  VcntEnable <=1;
			 end
		end
end
endmodule
module kbd_protocol (reset, clk, ps2clk, ps2data, scancode, found);
  input        reset, clk, ps2clk, ps2data;
  output [7:0] scancode;
  output found;
  reg    [7:0] scancode;
  reg    [7:0] ps2clksamples;  
  reg found;
  always @(posedge clk or posedge reset)
    if (reset) ps2clksamples <= 8'd0;
      else ps2clksamples <= {ps2clksamples[7:0], ps2clk};
  wire fall_edge;  
  assign fall_edge = (ps2clksamples[7:4] == 4'hF) & (ps2clksamples[3:0] == 4'h0);
  reg    [9:0] shift;    
  reg    [3:0] cnt;      
  reg          f0;       
  always @(posedge clk or posedge reset)
    begin
      found <= 1'd0;
    if (reset) 
      begin
        cnt      <= 4'd0;
        scancode <= 8'd0;
        shift    <= 10'd0;
        f0       <= 1'b0;
        found    <= 1'd0;
      end  
     else if (fall_edge)
         begin
           if (cnt == 4'd10)  
             begin
               cnt <= 0;
               if ((shift[0] == 0) && (ps2data == 1) && (^shift[9:1]==1))  
                 begin
                   if (f0)  
                     begin
                       scancode <= shift[8:1];
                       f0       <= 0;
                       found    <= 1;
                     end
                    else if (shift[8:1] == 8'hF0) f0 <= 1'b1;
                 end  
             end
            else
             begin
               shift <= {ps2data, shift[9:1]};  
               cnt <= cnt+1;
             end
         end
    end
endmodule
module top(reset, clk, ps2clk, ps2data, hsync, vsync, red, green, blue);
input reset, clk;
input ps2clk, ps2data;
output hsync, vsync;
output [2:0] red, green, blue;
wire [9:0] Hcount;
wire [8:0] Vcount;
wire clk25;
wire found;
wire [7:0]scancode;
clock_divider cl25(reset, clk, clk25);
HorizontalCnt hcnt(clk25, reset, Hcount, Venable);
VerticalCnt vcnt(clk25, reset, Venable, Vcount);
kbd_protocol kbdp (reset, clk25, ps2clk, ps2data, scancode, found);
vgasync vga(reset, clk25, Hcount, Vcount, hsync, vsync, red, green, blue, scancode, found);
endmodule
module VerticalCnt(vga_clk, reset, VcntEnable, VcntValue);
input vga_clk, reset, VcntEnable;
output reg [8:0] VcntValue=0;
always @(posedge vga_clk or posedge reset) 
begin
	if (reset) 
	begin
	VcntValue <= 0;
	end
	else
		begin
		 if(VcntEnable == 1'b1)
			  begin
				if(VcntValue < 449)  
					begin
					 VcntValue <= VcntValue + 1;
					end
				else
					begin
					 VcntValue <= 0;
					end
				end
		end
end
endmodule
module vgasync(reset, clk25, HcntValue, VcntValue, hsync, vsync, red, green, blue, scancode, found);
input clk25, found, reset;
input [7:0] scancode;
input [9:0] HcntValue;
input [8:0] VcntValue;
output hsync, vsync;
output [2:0] red, green, blue;
integer counter = 0;
wire [3:0] section;
reg [8:0] r_rgb1, r_rgb2, r_rgb3, r_rgb4, r_rgb5, r_rgb6, r_rgb7, r_rgb8, r_rgb9;
reg [4:0] zone;
reg flag = 1;
assign hsync = (HcntValue > 15 && HcntValue < 112) ? 0:1;  
assign vsync = (VcntValue > 11 && VcntValue < 14) ? 1:0;  
assign section =	 ((HcntValue > 160 && HcntValue <= 373) && (VcntValue >  48 && VcntValue <= 182)) ? 4'd1 :																	
					 ((HcntValue > 373 && HcntValue <= 586) && (VcntValue >  48 && VcntValue <= 182)) ? 4'd2 : 
					 ((HcntValue > 586 && HcntValue <= 799) && (VcntValue >  48 && VcntValue <= 182)) ? 4'd3 : 
					 ((HcntValue > 160 && HcntValue <= 373) && (VcntValue > 182 && VcntValue <= 315)) ? 4'd4 : 
                	 ((HcntValue > 373 && HcntValue <= 586) && (VcntValue > 182 && VcntValue <= 315)) ? 4'd5 : 
					 ((HcntValue > 586 && HcntValue <= 799) && (VcntValue > 182 && VcntValue <= 315)) ? 4'd6 : 
					 ((HcntValue > 160 && HcntValue <= 373) && (VcntValue > 315 && VcntValue <= 448)) ? 4'd7 : 
					 ((HcntValue > 373 && HcntValue <= 586) && (VcntValue > 315 && VcntValue <= 448)) ? 4'd8 :
					 ((HcntValue > 586 && HcntValue <= 799) && (VcntValue > 315 && VcntValue <= 448)) ? 4'd9 : 4'd0;
always @(posedge clk25 or posedge reset) 
begin
	if(reset)
		begin
			zone<=0;
		end
	else if(found)
	begin
		zone <=	 (scancode == 8'h15) ? 4'd0 :  
				 (scancode == 8'h16) ? 4'd1 :  
				 (scancode == 8'h1E) ? 4'd2 :  
				 (scancode == 8'h26) ? 4'd3 :  
				 (scancode == 8'h25) ? 4'd4 :  
				 (scancode == 8'h2E) ? 4'd5 :  
				 (scancode == 8'h36) ? 4'd6 :  
				 (scancode == 8'h3D) ? 4'd7 :  
				 (scancode == 8'h3E) ? 4'd8 :  
				 (scancode == 8'h46) ? 4'd9 :  
				 (scancode == 8'h35) ? 4'd10 :  
				 (scancode == 8'h3C) ? 4'd11 :  
				 (scancode == 8'h4B) ? 4'd12 : zone; 
		if(zone==1)
			begin
			r_rgb1<= 	(scancode == 8'h2d) ? 9'b111000000 :  
						(scancode == 8'h34) ? 9'b000111000 :  
						(scancode == 8'h24) ? 9'b000111111 :  
						(scancode == 8'h1D) ? 9'b111111111 :  
						(scancode == 8'h32) ? 9'b000000111 : r_rgb1;  
			end
		if(zone==2)
			begin
			r_rgb2<= 	(scancode == 8'h2d) ? 9'b111000000 :
						(scancode == 8'h34) ? 9'b000111000 :
						(scancode == 8'h24) ? 9'b000111111 :
						(scancode == 8'h1D) ? 9'b111111111 :
						(scancode == 8'h32) ? 9'b000000111 : r_rgb2;
			end
		if(zone==3) 
			begin
			r_rgb3<= 	(scancode == 8'h2d) ? 9'b111000000 :
						(scancode == 8'h34) ? 9'b000111000 :
						(scancode == 8'h24) ? 9'b000111111 :
						(scancode == 8'h1D) ? 9'b111111111 :
						(scancode == 8'h32) ? 9'b000000111 : r_rgb3;
			end
		if(zone==4) 
			begin
			r_rgb4<= 	(scancode == 8'h2d) ? 9'b111000000 :
						(scancode == 8'h34) ? 9'b000111000 :
						(scancode == 8'h24) ? 9'b000111111 :
						(scancode == 8'h1D) ? 9'b111111111 :
						(scancode == 8'h32) ? 9'b000000111 : r_rgb4;
			end
		if(zone==5) 
			begin
			r_rgb5<= 	(scancode == 8'h2d) ? 9'b111000000 :
						(scancode == 8'h34) ? 9'b000111000 :
						(scancode == 8'h24) ? 9'b000111111 :
						(scancode == 8'h1D) ? 9'b111111111 :
						(scancode == 8'h32) ? 9'b000000111 : r_rgb5;
			end
		if(zone==6) 
			begin
			r_rgb6<= 	(scancode == 8'h2d) ? 9'b111000000 :
						(scancode == 8'h34) ? 9'b000111000 :
						(scancode == 8'h24) ? 9'b000111111 :
						(scancode == 8'h1D) ? 9'b111111111 :
						(scancode == 8'h32) ? 9'b000000111 : r_rgb6;
			end
		if(zone==7) 
			begin
			r_rgb7<= 	(scancode == 8'h2d) ? 9'b111000000 :
						(scancode == 8'h34) ? 9'b000111000 :
						(scancode == 8'h24) ? 9'b000111111 :
						(scancode == 8'h1D) ? 9'b111111111 :
						(scancode == 8'h32) ? 9'b000000111 : r_rgb7;
			end
		if(zone==8) 
			begin
			r_rgb8<= 	(scancode == 8'h2d) ? 9'b111000000 :
						(scancode == 8'h34) ? 9'b000111000 :
						(scancode == 8'h24) ? 9'b000111111 :
						(scancode == 8'h1D) ? 9'b111111111 :
						(scancode == 8'h32) ? 9'b000000111 : r_rgb8;
			end
		if(zone==9) 
			begin
			r_rgb9<= 	(scancode == 8'h2d) ? 9'b111000000 :
						(scancode == 8'h34) ? 9'b000111000 :
						(scancode == 8'h24) ? 9'b000111111 :
						(scancode == 8'h1D) ? 9'b111111111 :
						(scancode == 8'h32) ? 9'b000000111 : r_rgb9;
			end
		if(zone == 0)  
			begin
				r_rgb1 <= 9'b000000000;
				r_rgb2 <= 9'b000000000;
				r_rgb3 <= 9'b000000000;
				r_rgb4 <= 9'b000000000;
				r_rgb5 <= 9'b000000000;
				r_rgb6 <= 9'b000000000;
				r_rgb7 <= 9'b000000000;
				r_rgb8 <= 9'b000000000;
				r_rgb9 <= 9'b000000000;
				flag <= 1;
			end
		if(zone == 10)  
			begin
				r_rgb1 <= 9'b111111111;
				r_rgb3 <= 9'b111111111;
				r_rgb7 <= 9'b111111111;
				r_rgb9 <= 9'b111111111;
				r_rgb2 <= 9'b000111111;
				r_rgb4 <= 9'b000111111;
				r_rgb5 <= 9'b000111111;
				r_rgb6 <= 9'b000111111;
				r_rgb8 <= 9'b000111111;
			end
		if(zone == 12)  
			begin
				flag <= 0;
			end
		if(zone == 11)  
		begin
				r_rgb1 <= 9'b111000000;
				r_rgb2 <= 9'b110000000;
				r_rgb3 <= 9'b101000000;
				r_rgb6 <= 9'b100000000;
				r_rgb9 <= 9'b011000000;
				r_rgb8 <= 9'b010000000;
				r_rgb7 <= 9'b001000000;
				r_rgb4 <= 9'b000000000;
		end
	end
		else if(flag==0)
					begin
					if(counter == 5499999)  
					begin
						counter = 0;  
						r_rgb1 <= r_rgb2;
						r_rgb2 <= r_rgb3;
						r_rgb3 <= r_rgb6;
						r_rgb6 <= r_rgb9;
						r_rgb9 <= r_rgb8;
						r_rgb8 <= r_rgb7;
						r_rgb7 <= r_rgb4;
						r_rgb4 <= r_rgb1;
					end
					else
					begin
						counter = counter + 1;
					end
					end
end
assign {red, green, blue} = 		 (section == 4'd1) ? r_rgb1 :
									 (section == 4'd2) ? r_rgb2 :
									 (section == 4'd3) ? r_rgb3 :
									 (section == 4'd4) ? r_rgb4 :
									 (section == 4'd5) ? r_rgb5 :
									 (section == 4'd6) ? r_rgb6 :
									 (section == 4'd7) ? r_rgb7 :
									 (section == 4'd8) ? r_rgb8 :
									 (section == 4'd9) ? r_rgb9 : {3'h0, 3'h0, 3'h0};
endmodule
```
==> flow_summary.ini <==
; synthesis and place-and-route metrics
[synth]
ys_top_logic_family = simple AND/OR/NAND/NOR gates
ff_type = edfxtp_1
synthDominantCellAreaShare_pct = 32.2
synth_cells = 976
ys_seq_share_pct = 56.1
aoi_share_pct = 13.2
synth_warnings = 6
netlist_area_um2 = 10200
synthMuxAreaShare_pct = 1.44
synth_cell_types = 67
synth.avg_cell_area_um2 = 10.4
xor_share_pct = 6.21
simple_gate_area_share_pct = 15.8
async_flop_share_pct = 47.1
ys_cells = 976
fa_ha_area_share_pct = 1.58
area_leaders = edfxtp_1 (32%), dfrtp_1 (24%), o21ai_0 (5.5%)
top_area_cell = edfxtp_1
synth-seq-cells = 206
yosys_area_um2 = 10200
edf_count = 109

[power]
p_leak_uw = 0.00425
pwr-share-seq_pct = 44.9
p_per_area_nw_per_um2 = 72.7
p_clk_share_pct = 51.0
p_sw_uw = 143
p_int_uw = 635
ir_worst_vdd_mv = 0.203
p_sw_share_pct = 18.4
p_comb_share_pct = 4.1

[final_layout]
fillers = 1708
logic_area_um2 = 3880
regArea_um2 = 5700
layout_top_cells = o21ai_0 (112), edfxtp_1 (109), dfrtp_1 (95)
drive_above_1_share_pct = 5.18
lay_top_count = o21ai_0
synthToLayoutAreaGrowth_pct = 5.28

[timing]
fin_crit_sh_pct = 50.8
setup_tns_ns = 0
unclocked_pins = 173
setup_violations = 0
period_needed_ns = 2.23
tightest_slew_ns = 0.935
rsz0062_at_grt = no
max_slew_margin_pct = 37.7
final.setup_skew_ns = 0.00258
unconstrained_endpoints = 292
setup_slack_ns = 2.17
max_freq_mhz = 448
slew_viol_final = 0
hold_viol_final = 0

[clock_tree]
cts_tree = done
cts_root_buffer = clkbuf_16
cts.htree.levels = 2
clock_latency_ns = 0.27
post_cts_buffers = 0
clock_path_buffers = 2
numCtsBuffers = 5
cts.clk_slew.worst_paths_ns = 0.05
post_cts_resized = 0
cts_hold_buf = 0

[die]
fp.dieW_um = 145
rows = 51
fp_util_pct = 51.5
chip_area_um2 = 20900
coreArea_um2 = 19700
pin_count = 15
die_h_um = 145

[routing]
dr.first_iter.drc_count = 307
wl_um = 19300
antennaDiodeCount = 0
drtPass1Iterations = 7
via_count = 6739
antenna_left = 0
routed_via_density = 5.47
drc = 0
wl_per_cell_um = 15.7

[placed_design]
place_ws_ns = 2.15
io_buffer_count = 14
dp_hpwl_um = 13800
place_congestion = 0.841

[global_route]
grt_pass1_vias = 6429
grt_max_degree = 86
grt_overflow = 0
grt_usage_pct = 20.8
antenna_found_initial = 0
grt_pass1_wl_um = 32500

[critical_path]
crit_path_start_kind = flip-flop
critical_path_class = reg -> reg
cp_data_arrival_time_ns = 2.43
critPathMaxFanout = 5
cp_data_required_time_ns = 4.60
critPathCaptureType = flip-flop

[job]
cap_violations = 0
warning_count = 29

[status]
status = complete, no violations

[hold_path]
hold_class = reg -> reg
-- power by group through the flow --
stage | Sequential, µW | Combinational (µW) | Clock [µW]
CTS | 349 | 34.4 | 405
finish | 349 | 31.8 | 397
global route | 349 | 38.4 | 418
-- cells in the mapped netlist, types with 9 or more instances --
library cell and n:
nand3_1 41, clkbuf_1 32, nor2_1 78, edfxtp_1 109, a21oi_1 29, buf_2 9, xnor2_1 42, and3_1 15
ha_1 12, o21ai_0 112, xor2_1 30, nor4_1 15, nand4_1 24, nand2_1 79, mux2_2 13, a221oi_1 9
nor3_1 16, nor2b_1 11, inv_1 92, dfrtp_1 96
-- sequential cells by signal, summed over array words and instances (netlist names), 10 cells and up --
name            flops
kbdp.shift         10
hcnt.HcntValue     10
vga.zone           13
cl25.counter       32
vga.counter        32
-- cells by family after synthesis --
group	after synthesis
simple gates	321
buf+inv	140
fa+ha+maj	13
xor+xnor	72
flops	206
compound gates	211
mux	13
-- worst max-delay path, cell delays in order (launching register included) --
cell and delay, ns:
dfrtp_1 0.43, nand3_1 0.18, nor4_1 0.50, and2_1 0.27
nand2_1 0.08, or3_1 0.40, nor2_1 0.16, xor2_1 0.14
-- layer usage --
metal  track usage, %  vias up  routed length (µm)
met4             1.44        0                  83
met2             29.6      130                8450
li1                 -     3430                   -
met5                0        -                   0
met1             38.4     3173                9910
met3             2.73        6                 900
-- worst paths after layout --
| check | endpoint | from | cells after the start | slack, ns |
|---|---|---|---|---|
| worst max-delay path | cl25.counter[31] | cl25.counter[2] | 7 | 2.17 |
| worst min-delay path | cl25.counter[31] | cl25.counter[31] | 1 | 0.49 |
| worst max register to register | cl25.counter[31] | cl25.counter[2] | 7 | 2.17 |
| worst min register to register | cl25.counter[31] | cl25.counter[31] | 1 | 0.49 |
| max in group asynchronous | cl25.counter[26] | reset | 3 | 2.53 |
| min in group asynchronous | cl25.counter[20] | reset | 2 | 1.04 |
-- layout make-up --
type                       count  share of cell area [%]
tap                          265                    3.10
inverter                      93                    3.29
clock buffer                   7                    1.33
multi-input combinational    630                    36.3
timing repair buffer          29                    2.36
sequential                   206                    53.3
clock inverter                 1                   0.281
-- per-stage QoR --
| step | area (µm²) | total power (µW) | hold slack [ns] | util [%] | std cells |
|---|---|---|---|---|---|
| 2_1_floorplan | 10200 | 374 | 0.443 | - | 976 |
| 3_3_place_gp | 10500 | 388 | 0.473 | 53.4 | 1223 |
| 3_5_place_dp | 10500 | 389 | 0.476 | 53.4 | 1223 |
| 4_1_cts | 10700 | 789 | 0.491 | 54.2 | 1231 |
| 5_1_grt | 10700 | 805 | 0.510 | 54.2 | 1231 |
| 6_report | 10700 | 778 | 0.489 | 54.2 | 1231 |
No activity file was given, so power comes from the tool's default toggle rates.
